--- /design/flow/design.v ---
module freq_detector(
    input             clk               ,
    input             rst_n             ,
    input             pulse_in          ,  
    output reg [31:0] freq                 
);
localparam CLK_FREQ = 20000000;   
localparam CLK_300MHz = 300000; 
reg [31:0] freq_reg = 0;  
reg  pulse_in_d1, pulse_in_d2;
wire rising_edge;
always @(posedge clk or negedge rst_n) begin
     if (!rst_n) begin
         pulse_in_d1 <= 1'b0;
         pulse_in_d2 <= 1'b0;
     end 
     else begin
         pulse_in_d1 <= pulse_in;
         pulse_in_d2 <= pulse_in_d1;
     end
 end
assign rising_edge = (pulse_in_d1 && !pulse_in_d2);  
reg [31:0]PULSE_ticks = 0;      
always @(posedge clk or negedge rst_n) begin
    if (!rst_n) begin
        PULSE_ticks <= 0;
    end
    else begin
    PULSE_ticks <= PULSE_ticks + 1;  
        if(rising_edge)begin   
            PULSE_ticks <= 1;  
            freq_reg <= CLK_FREQ / PULSE_ticks;  
        end
    end
end
always @(posedge clk or negedge rst_n) begin
    if(!rst_n)begin
        freq <= 0;
    end
    else if(freq_reg <= CLK_300MHz)begin
        freq <= freq_reg;
    end
end
endmodule
module top_freq_test (
    input wire         clk        ,  
    input wire         rst_n      ,  
    input wire         pulse_sig_1,  
    input wire         pulse_sig_2,  
    input wire         pulse_sig_3,  
    input wire         pulse_sig_4,  
    output wire [19:0] freq_out_1 ,  
    output wire [19:0] freq_out_2 ,  
    output wire [19:0] freq_out_3 ,  
    output wire [19:0] freq_out_4    
);
localparam CLK_FREQ = 20_000_000;   
reg   [19:0] freq;
    freq_detector u_freq_detector_0(
        .clk      (clk          ),
        .rst_n    (rst_n        ),
        .pulse_in (pulse_sig_1  ),
        .freq     (freq_out_1   )
    );
    freq_detector u_freq_detector_1(
        .clk      (clk          ),
        .rst_n    (rst_n        ),
        .pulse_in (pulse_sig_2  ),
        .freq     (freq_out_2   )
    );
    freq_detector u_freq_detector_2(
        .clk      (clk          ),
        .rst_n    (rst_n        ),
        .pulse_in (pulse_sig_3 ),
        .freq     (freq_out_3   )
    );
    freq_detector u_freq_detector_3(
        .clk      (clk          ),
        .rst_n    (rst_n        ),
        .pulse_in (pulse_sig_4  ),
        .freq     (freq_out_4   )
    );
endmodule
--- /design/flow/run.sh ---
#!/bin/bash
# OpenROAD 26Q1-2900-gdf79404cd8, Yosys 0.63+post, stock flow scripts
make -C /OpenROAD-flow-scripts/flow DESIGN_CONFIG=/design/flow/config.mk WORK_HOME=/design/flow/orfs finish
--- /design/flow/config.mk ---
export PLATFORM = sky130hd
export DESIGN_NAME = top_freq_test
export DESIGN_NICKNAME = top_freq_test
export VERILOG_FILES = /design/flow/design.v
export SDC_FILE = /design/flow/constraint.sdc
export NUM_CORES = 4
export LEC_CHECK = 1
export CORE_UTILIZATION = 50
--- /design/flow/constraint.sdc ---
current_design top_freq_test

set clk_period 144.7
set clk_io_pct 0.2

create_clock -name clk0 -period $clk_period [get_ports {clk}]

set non_clock_inputs [all_inputs -no_clocks]
set_input_delay [expr $clk_period * $clk_io_pct] -clock clk0 $non_clock_inputs
set_output_delay [expr $clk_period * $clk_io_pct] -clock clk0 [all_outputs]
==> changes_impl.md <==
## Flow update

- Outcome: finished clean
- R2R Setup Slk: 55.87 ns
- RSZ-0062 raised after global routing: no
- Slew of the pin with the lowest slew margin: 1.10 ns
- Routed wire length: 467000 um
- Width of the chip: 510 um
- DP HPWL: 365000 um
- Core box area: 0.257 mm2
- Worst min path class: register to register
- Crit end category: register
- Worst stage delay on the critical path: 0.93 ns
- Pre-antenna DRT Iters: 7
- WP depth: 336
- Clock Skew: 0.0548 ns
- Avg Vias per Cell: 6.26
- Yosys Chip Area: 0.129 mm2
- Crit path from: u_freq_detector_2.PULSE_ticks[28]
- Worst-path clk slew: 0.07 ns
- # Post-CTS Setup Buffers: 0
- TritonCTS clock tree: done
- Pins over their slew limit: 0
- Fill cells: 25230
- Post-synth seq share: 7.17%
- Synthesized cell area: 0.129 mm2
- Clk latency late pin: 0.77 ns
- Max_slew headroom: 25.8%
- Pin count of the biggest net entering global routing: 51
- Most common library cells after synthesis: nor2_1 (2090), ha_1 (2000), nand2_1 (1757)
- Reg-to-reg critical path startpoint: u_freq_detector_2.PULSE_ticks[28]
- Total GRT Usage: 35.7%
- Fmax: 11.3 MHz
- Yosys cell count: 18376
- Final hold slack: 0.373 ns
- Ys async rst share: 62.8%
- End of the critical path: u_freq_detector_2.freq_reg[0]
- Vias in the first global route: 123710
- CP Max Fanout: 39
- Synth warnings: 5
- Via count: 136371
- Crit path DAT: 89.33 ns
- Port-buffer cells: 85
- Count of state elements after synthesis: 344
- Die height: 510 um
- Area grow syn2layout: 6.12%
- # placed instances: 21692
- Setup crit start kind: register
- Setup tns final: 0 ns
- Mean Syn Cell Area: 7.02 um2
- Area leader share: 19.4%
- Setup violations, final: 0
- Root Driver: clkbuf_16
- Worst endpoint required time: 145.20 ns
- RePlAce Congestion: 1.03
- Top FF cell, synth: dfrtp_1
- Critical path type: register to register
- Final period utilization: 61.4%
- Max-Cap Viols: 0
- DRC: 0
- H-tree levels: 2
- Antenna Violating Nets Remaining: 0
- Synth Instances: 18376
- Routed len/inst: 21.4 um
- Clock Sinks: 344
- Final Hold Vio Count: 0
- Top cells, area: ha_1 (19%), xnor2_1 (7.1%), a21oi_1 (6.7%)
- Min cycle time layout: 88.83 ns
- Non-filler instance count after layout: 21801
- Crit path max-delay cell type: o21ai_0
- Hold buffers post-CTS: 0
- Chip area: 0.260 mm2
- CTS resizes: 0
- R2R Path End: u_freq_detector_2.freq_reg[0]
- Reg2reg path depth: 336
- Num rows: 186
- DR iter-0 viols: 10860
- CP top delay family: AND-OR/OR-AND gates
- CTS Buf Count: 57
- CTS Buffer Depth: 3
- Layout cells sized above 1: 6.53%
- Num ports: 86
- Overflow after GRT: 0
- Cell with the most instances after synthesis: nor2_1
- Initial antenna violation count: 3
- Buf/Inv on CP: 45
- First-pass GRT wire length: 721000 um
- Post-synth EDFFs: 128
- Netlist cell types: 104
- Min-delay src: u_freq_detector_1.pulse_in_d1
- Tool warnings: 41
- FP Core Util: 50.3%
- Synth area leader: ha_1
## cell type report
class                   instances  area [um2]  area share, %
clock inverters                33         282          0.206
clock buffers                  74        1580           1.16
diodes                          2        5.00        0.00365
multi-input cells           16726      115000           84.0
inverters                     798        3000           2.19
flip-flops and latches        344        9260           6.76
repair buffers                440        3520           2.57
well taps                    3384        4230           3.09
## through the flow
step                      util, %  area [um2]  setup slack [ns]
after CTS                    53.4      137000             57.59
final                        53.4      137000             55.87
after global placement       52.6      135000             57.36
after floorplan                 -      129000             71.21
after detailed placement     52.6      135000             57.94
after global routing         53.4      137000             49.56
## per-layer routing
metal	global-route usage (%)	wire [um]	vias to the layer above
li1	-	-	68161
met1	52.5	219000	62991
met2	54.6	200000	4493
met3	4.94	33300	726
met4	9.62	15200	0
met5	0	0	-
## worst min path at each step
stage | to | slack [ns] | cells past startpoint
4_1_cts | u_freq_detector_1.pulse_in_d2 | 0.38 | 0
5_1_grt | u_freq_detector_3.pulse_in_d2 | 0.39 | 0
6_report | u_freq_detector_1.pulse_in_d2 | 0.37 | 0
## cells by family (layout without fill, tap and decap cells)
group           after synthesis  in the layout  synth area share [%]
fa+ha+maj                  2000           2000                  19.4
other cells                   0              2                     0
compound gates             6253           6253                  31.5
mux                         539            539                  4.60
flops                       344            344                  7.17
xor+xnor                   1579           1579                  10.7
buf+inv                    1306           1345                  3.86
simple gates               6355           6355                  22.8
## cell usage in the layout (no fill, tap or decap), types with 73 or more instances in the layout
master           instances
and2_1                 121
a211oi_1               167
nor2_1                2088
ha_1                  2000
nor3_1                 445
xnor2_1               1044
a21boi_0                73
o21ai_0               1223
clkdlybuf4s50_1         84
nand2b_1               322
buf_4                  355
xor2_1                 535
or2_2                  107
inv_1                  749
a21oi_1               1723
o21bai_1               185
mux2i_1                108
nand4_1                165
nand2_1               1757
edfxtp_1               128
nand3_1                447
dfrtp_1                212
o31ai_1                163
o211ai_1               171
nor4_1                 110
or3_1                  184
a31oi_1                250
nor2b_1                257
o21a_1                 494
mux2_2                 430
a21o_1                 783
and3_1                 149
