==> design/flow/design.v <==
module pulse_filter_32ch (
    input              clk_20m   ,  
    input              rst_n     ,  
    input      [31:0]  pulse_in  ,  
    input      [15:0]  filter_cfg,  
    output reg [31:0]  pulse_out    
);
    integer i;
    reg [31:0]         stable_val;           
    reg [21:0]         cnt [31:0];           
    always @(posedge clk_20m or negedge rst_n) begin
        if (!rst_n) begin
            pulse_out   <= 32'd0;
            stable_val  <= 32'd0;
            for (i = 0; i < 32; i = i + 1)
                cnt[i] <= 22'd0;  
        end
        else begin
            for (i = 0; i < 32; i = i + 1) begin
                if (pulse_in[i] != stable_val[i]) begin  
                    if (cnt[i] >= filter_cfg) begin  
                        stable_val[i] <= pulse_in[i];  
                        cnt[i]        <= 22'd0;
                    end 
                    else begin
                        cnt[i] <= cnt[i] + 1;
                    end
                end
                else begin
                    cnt[i] <= 22'd0;  
                end
            end
            pulse_out <= stable_val;  
        end
    end
endmodule
module top_pulse_filter (
    input              clk_20m        ,  
    input              rst_n          ,  
    input  [31:0]      pulse_raw      ,  
    input  [15:0]      filter_coeff   ,  
    output [31:0]      pulse_filtered    
);
    pulse_filter_32ch u_pulse_filter_32ch (
        .clk_20m     (clk_20m       ),
        .rst_n       (rst_n         ),
        .pulse_in    (pulse_raw     ),
        .filter_cfg  (filter_coeff  ),
        .pulse_out   (pulse_filtered)
    );
endmodule
==> design/flow/run.sh <==
#!/bin/bash
# OpenROAD 26Q1-2900-gdf79404cd8, Yosys 0.63+post, stock flow scripts
make -C /OpenROAD-flow-scripts/flow DESIGN_CONFIG=/design/flow/config.mk WORK_HOME=/design/flow/orfs finish
==> design/flow/config.mk <==
export PLATFORM = sky130hd
export DESIGN_NAME = top_pulse_filter
export DESIGN_NICKNAME = top_pulse_filter
export VERILOG_FILES = /design/flow/design.v
export SDC_FILE = /design/flow/constraint.sdc
export NUM_CORES = 4
export LEC_CHECK = 1
export CORE_UTILIZATION = 40
==> design/flow/constraint.sdc <==
current_design top_pulse_filter

set clk_period 5.2
set clk_io_pct 0.2

create_clock -name clk0 -period $clk_period [get_ports {clk_20m}]

set non_clock_inputs [all_inputs -no_clocks]
set_input_delay [expr $clk_period * $clk_io_pct] -clock clk0 $non_clock_inputs
set_output_delay [expr $clk_period * $clk_io_pct] -clock clk0 [all_outputs]
==> run summary <==
Yosys warning tally: 2
Initial Util: 0.4052
Clk ins delay skew pair: 0.65 ns
Grt ovf: 0
Hold crit path type: input port to async pin
Die H: 326.7 um
Syn_area_per_cell: 10.01 um2
Dpl hpwl: 63140 um
Min Clock Period, post-route: 3.693 ns
Initial DRC count: 1456
Async set-reset flop share out of synthesis: 1.000
Number of CTS-inserted buffers: 87
Peak Freq: 270.8 MHz
Status: finished clean
Drt pass-1 iters: 5
Flops after synth: 768
WL final: 94940 um
# fillers: 9512
Final std cells w/o fill: 6001
Critical path data required time: 5.70 ns
Pwr Total: 13.18 mW
Hold-fix buffers, CTS: 0
Total GRT Usage: 0.1894
Chip area line of the yosys report: 0.04218 mm2
Die area: 0.1067 mm2
Log Warnings: 31
Worst setup margin: 1.507 ns
Diode count: 0
Largest net degree at the start of global routing: 112
Root Driver: clkbuf_16
CP arrival: 4.19 ns
Routed Antenna Nets: 0
Post-CTS setup buffers: 0
Post-route DRC violation count: 0
NetSw: 3.013 mW
Flop area: 0.01922 mm2
Initial antenna violation count: 0
Max-Cap Viols: 0
Vias in the first global route: 29660
Internal power: 10.16 mW
Register area share after synthesis: 0.4557
Worst Setup Path Type: input port to flip-flop
Synthesized netlist cell count: 4212
Flop pwr share: 0.464
Power per cell area: 270.9 mW/mm2
Share of cells above drive strength 1: 0.05324
Comb pwr share: 0.055
CTS Buffer Depth: 3
Tcrit/Tclk final: 0.7103
Startpoint types: input port
Number of port buffers: 81
Netlist cell types: 45
Leak Pwr: 21.92 nW
GPL Wtd Cong: 0.8870
Fin. max-slew vios: 0
CTS sink count: 768
H-tree levels: 3
Fin Clk Skew: 0.03316 ns
DR vias/cell: 5.040
Comb area: 0.02300 mm2
Mean routed wirelength per cell: 15.82 um
EDFF count, synth: 0
CTS tree: done
Num rows: 118
First-pass GRT wire length: 156500 um
Final Hold Fails: 0
Crit-path max FO: 17
Die X-Extent: 326.7 um
RSZ-0062 raised after global routing: false
Vias post-DR: 30240
DP Cell Count: 5845
Dpl ws: 0.8636 ns
Worst slew pin tran: 0.7810 ns
Setup_tns: 0 ns
VDD IR-drop max: 0.2350 mV
Ports placed on the boundary: 82
Sw Ratio: 0.2287
Mapped Area: 0.04218 mm2
Core Footprint: 0.1041 mm2
Clock share of power: 0.481
Ys cells: 4212
Main flop type: dfrtp_1
Setup violators final: 0
Area grow syn2layout: 15.34%
Worst Hold Margin: 0.3906 ns
Slew margin rel.: 0.4786
Post-CTS sizing: 0
Worst-path clk slew: 0.06 ns
CP Capture Type: flip-flop
## sequential cells by signal (all words and copies together) (netlist names)
name and flops:
u_pulse_filter_32ch.cnt 704, u_pulse_filter_32ch.pulse_out 32, u_pulse_filter_32ch.stable_val 32
## cells by family after synthesis
group | Yosys count | share of synthesized area
and+or+nand+nor | 1856 | 0.2060
AOI/OAI and AO/OA | 359 | 0.04922
muxes | 32 | 0.008544
xor gates and xnor gates | 510 | 0.1059
DFF | 768 | 0.4557
adders and majority gates | 544 | 0.1614
buffers and inverters | 142 | 0.01317
other | 1 | 0.00008891
## metal layers
| metal | wire length [um] | part of all wire | track usage | vias up |
|---|---|---|---|---|
| met4 | 2047 | 0.022 | 0.03505 | 0 |
| met1 | 46510 | 0.49 | 0.2971 | 14340 |
| li1 | - | - | - | 15340 |
| met2 | 41390 | 0.44 | 0.2823 | 434 |
| met3 | 4993 | 0.053 | 0.03895 | 126 |
| met5 | 0 | 0 | 0 | - |
## worst max-delay path, stage by stage
cell	delay (ns)
clkdlybuf4s50_1	0.43
inv_2	0.47
buf_12	0.27
buf_4	0.29
ha_1	0.19
nand3_1	0.12
nor4_1	0.43
o31ai_1	0.17
nand3_1	0.10
nand3b_1	0.53
nor2_1	0.12
## worst paths after layout
kind / start / to / slack [ns] / depth (start not counted)
max: filter_coeff[14] / u_pulse_filter_32ch.cnt[0][12] / 1.51 / 11
min: rst_n / u_pulse_filter_32ch.cnt[31][20] / 0.39 / 1
max reg2reg: u_pulse_filter_32ch.cnt[3][5] / u_pulse_filter_32ch.cnt[3][16] / 2.67 / 6
min reg2reg: u_pulse_filter_32ch.stable_val[11] / u_pulse_filter_32ch.pulse_out[11] / 0.40 / 0
max in group asynchronous: rst_n / u_pulse_filter_32ch.pulse_out[6] / 3.40 / 3
min in group clk0: u_pulse_filter_32ch.stable_val[11] / u_pulse_filter_32ch.pulse_out[11] / 0.40 / 0
## power groups by stage
stage                 clock network, mW  registers [mW]  logic, mW
final                              6.33            6.12      0.728
after CTS                          6.53            6.12      0.750
after global routing               6.74            6.12      0.833
## Yosys cell counts (2+ instances only)
cell type / number / share of area
a211oi_1: 3 / 0.00053
a21boi_0: 27 / 0.0048
a21o_1: 9 / 0.0016
a21oi_1: 211 / 0.025
a221o_1: 2 / 0.00047
a31o_2: 3 / 0.00062
a31oi_1: 25 / 0.0037
a41oi_1: 3 / 0.00062
and2_1: 7 / 0.0010
and3_1: 107 / 0.016
and4_1: 35 / 0.0073
buf_2: 3 / 0.00036
clkbuf_1: 28 / 0.0025
dfrtp_1: 768 / 0.46
ha_1: 544 / 0.16
inv_1: 109 / 0.0097
mux2_2: 32 / 0.0085
nand2_1: 301 / 0.027
nand2b_1: 28 / 0.0042
nand3_1: 412 / 0.049
nand3b_1: 25 / 0.0044
nand4_1: 128 / 0.019
nor2_1: 691 / 0.061
nor2b_1: 10 / 0.0015
nor3_1: 43 / 0.0051
nor4_1: 61 / 0.0090
o211ai_1: 2 / 0.00036
o21ai_0: 35 / 0.0042
o2bb2ai_1: 2 / 0.00042
o311a_1: 3 / 0.00071
o31ai_1: 29 / 0.0052
or3_1: 4 / 0.00059
or4_1: 2 / 0.00036
xnor2_1: 133 / 0.028
xor2_1: 377 / 0.078
## metrics by stage
stage,area [um2],utilization
4_1_cts,48650,0.4674
3_5_place_dp,45650,0.4386
5_1_grt,48650,0.4674
6_report,48650,0.4674
2_1_floorplan,42770,-
3_3_place_gp,45650,0.4386
## cell usage in the layout, fill, tap and decap left out, types with 28 or more instances in the layout
cell type | synthesis | layout
o21ai_0 | 35 | 35
xor2_1 | 377 | 377
nor4_1 | 61 | 61
xnor2_1 | 133 | 133
nand2b_1 | 28 | 28
and4_1 | 35 | 35
nor2_1 | 691 | 691
clkdlybuf4s50_1 | 0 | 79
nor3_1 | 43 | 43
nand2_1 | 301 | 301
nand4_1 | 128 | 128
buf_4 | 0 | 35
clkbuf_16 | 0 | 89
o31ai_1 | 29 | 29
inv_1 | 109 | 94
ha_1 | 544 | 544
mux2_2 | 32 | 32
a21oi_1 | 211 | 211
dfrtp_1 | 768 | 768
and3_1 | 107 | 107
conb_1 | 1 | 160
nand3_1 | 412 | 412
## final cells by class
cell class / instances / area share
Timing Repair Buffer: 127 / 0.02659
Sequential cell: 768 / 0.3951
Multi-Input combinational cell: 3461 / 0.4728
Tap cell: 1380 / 0.03549
Inverter: 109 / 0.008436
Clock inverter: 31 / 0.007510
Clock buffer: 125 / 0.05412
Power and IR drop assume default switching activity.
